File: design/flow/run.sh
#!/bin/bash
# OpenROAD 26Q1-2900-gdf79404cd8, Yosys 0.63+post, stock flow scripts
make -C /OpenROAD-flow-scripts/flow DESIGN_CONFIG=/design/flow/config.mk WORK_HOME=/design/flow/orfs finish
File: design/flow/config.mk
export PLATFORM = sky130hd
export DESIGN_NAME = light
export DESIGN_NICKNAME = light
export VERILOG_FILES = /design/flow/design.v
export SDC_FILE = /design/flow/constraint.sdc
export NUM_CORES = 4
export LEC_CHECK = 1
export CORE_AREA = 10 10 80 80
export DIE_AREA = 0 0 90 90
File: design/flow/constraint.sdc
current_design light

set clk_period 1.7
set clk_io_pct 0.2

create_clock -name clk0 -period $clk_period [get_ports {clk}]

set non_clock_inputs [all_inputs -no_clocks]
set_input_delay [expr $clk_period * $clk_io_pct] -clock clk0 $non_clock_inputs
set_output_delay [expr $clk_period * $clk_io_pct] -clock clk0 [all_outputs]
File: design/flow/design.v
module light(
    input clk,
    input rst,
    input [15:0] sw,
    output [15:0] led,
    output [15:0] seg
);
    assign led = 0;
    reg [3:0]num;
    reg [4:0]count;
    always @(posedge clk)begin
        if(!rst)
            count <= 0;
        else
            count <= count + 1;
    end 
    always @(posedge clk)begin
        if (!rst)
            num <= 0;
        else if (count == 0)
            num <= num - 1;
    end
    wire [7:0]seg1,seg2;
    decode d1(num,seg1);
    decode d2(num,seg2);
    assign seg = {seg1,seg2};
endmodule
module decode(
    input [3:0]num,
    output [7:0]seg
);
    assign seg = (num == 4'd0) ? 8'b1111_1100:
                (num == 4'd1) ? 8'b0110_0000:
                (num == 4'd2) ? 8'b1101_1010:
                (num == 4'd3) ? 8'b1111_0010:
                (num == 4'd4) ? 8'b0110_0110:
                (num == 4'd5) ? 8'b1011_0110:
                (num == 4'd6) ? 8'b1011_1110:
                (num == 4'd7) ? 8'b1110_0000:
                (num == 4'd8) ? 8'b1111_1110:
                (num == 4'd9) ? 8'b1111_0110:
    (num == 4'ha) ? 8'b1110_1110:
    (num == 4'hb) ? 8'b0011_1110:
    (num == 4'hc) ? 8'b1001_1100:
    (num == 4'hd) ? 8'b0111_1010:
    (num == 4'he) ? 8'b1001_1110:
    (num == 4'hf) ? 8'b1000_1110:
                    8'b0000_0000;
endmodule
==> impl.org <==
#+TITLE: Physical design notes

** Clocking
- For this design, the CTS-stage hold fixing added 0 buffers.
- CTS placed an instance of clkbuf_8 at the clock tree root.
- CTS Buffer Depth :: 2
- TritonCTS built the clock tree.
- Clock net sink count :: 9
- H-tree Lvls :: 1
- The later pin in the worst-skew pair is clocked with a latency of 0.23 ns.
- CTS clock-pin slew for the worst setup and hold paths :: 0.05 ns
- Per the TritonCTS log, the buffer count is 3.

** Status
- The checks that failed: negative setup slack.
- The run finished, with violations left.

** Critical path
- Worst setup path endpoint :: seg[2]
- Most repeated library cell on the critical path :: or2_4
- STA puts the critical path data arrival time at 1.71 ns.
- Worst reg2reg setup slack :: 0.31 ns
- Category of the worst setup path capture point :: output port
- Largest incremental delay on the critical path :: 0.37 ns
- STA lists the endpoint of the worst register-to-register path as num[3].
- Required @ worst endpoint :: 1.36 ns
- In this run the critical path is formed by inv_4 > ha_4 > or2_4 > buf_6 > a21oi_2 > a211oi_2 > or2_4 > buf_2.
- Max fanout on the critical path was recorded as 4.
- Slowest library cell on the worst path :: dfxtp_4
- Worst R2R Path Depth :: 6
- FF-to-FF Start :: count[0]
- Setup CP Type :: reg -> out
- STA classifies the critical path startpoint as a flop.
- OpenSTA lists the critical path startpoint as num[0].

** Synth
- Top logic cell family in the synthesized netlist :: buffers and inverters
- Portion of netlist area occupied by mux cells :: 0
- Count of flip-flops with a built-in enable after synthesis :: 0
- Count of state elements after synthesis :: 9
- Share of the yosys chip area belonging to registers :: 0.206
- Fraction of the mapped netlist area in simple logic gates :: 0.228
- Per the Yosys statistics, synthesis produced 110 cells.
- Post-Synthesis Cells :: 110
- Synthesis Warnings :: 1
- Post-synthesis, Yosys gives the total cell area as 873 sq um.
- XOR-XNOR Cells, Area Fraction :: 0.0602
- Count of different cell masters after synthesis :: 34
- Combined area of all synthesized cells :: 873 sq um
- Avg Inst Size Synth :: 7.94 sq um
- Main flop type :: dfxtp_1
- Fraction of registers with async set/reset :: 0
- Area fraction in compound gates :: 0.145
- Area fraction in full adders, half adders and majority gates :: 0.0860

** Global routing
- First-pass GRT wire length :: 3.33 mm
- Remaining global-route overflow :: 0
- Across every metal layer, demand over resource in global routing totals 0.0464.
- The number of global-route vias before repair came to 777.
- Number of antenna violations at the first check in global routing :: 0
- Entering global routing, the biggest net connects 10 pins.

** Die
- The core region is 4720 sq um.
- Floorplan-stage core utilization :: 0.185
- Total Die Area :: 8100 sq um
- Height of the die :: 90 um
- The floorplan step set the die width to 90 um.
- The initialized floorplan defines 25 standard-cell rows.
- During I/O placement, the number of pins put on the boundary was 50.

** Run
- Count of tool warnings :: 48
- Count of maximum capacitance violations :: 0

** Worst hold path
- Path type of the worst min-delay path :: reg -> reg

** Final timing
- Dividing the final minimum period by the clock period gives 1.21.
- In the final report, the number of pins over their slew limit comes to 0.
- Unrepaired setup endpoints after global routing :: true
- Worst-case hold slack :: 0.465 ns
- On the final layout, the worst clock skew is 0.00366 ns.
- In the final report, the number of hold violations comes to 0.
- Number of setup violations in the final report :: 14
- Crit path setup slack, layout :: -0.354 ns
- Final Critical Period :: 2.05 ns
- Adding up every negative setup slack in the final design gives -3.72 ns.
- Highest clock frequency the design can meet :: 487 MHz

** Placement
- Logged for this run, the post-placement worst setup slack is -0.448 ns.
- For this run the detailed placement stage logged an HPWL of 1.44 mm.
- Gpl congestion :: 0.830
- Cell count after placement :: 199
- The buffer_ports step reported a buffer count of 15.

** Pwr
- Power density of the placed cells :: 1150 nW/um^2
- Leakage power :: 0.000597 uW
- The highest supply drop recorded on VDD is 0.000863 V.

** Drt
- Wires add up to 2.03 mm.
- Met2 Wirelength :: 875 um
- Per the detail_route report, vias per standard cell equal 3.62.
- Detailed router's first-iteration violation count :: 20
- Routed WL per cell :: 9.52 um
- Summing over every cut layer, the via total after detailed routing is 771.
- Final antenna diode count :: 0
- Antenna Violating Nets Remaining :: 0
- Number of DRC violations after detailed routing :: 0
- Signal nets in the final route climb as high as met3.
- Initial DRT Pass Iterations :: 2
- After detailed routing, the wire length on met1 is 1.07 mm.
- Routed wl met3 :: 78 um

** Cells and area
- Per the final layout report, the fraction of cells sized above drive strength 1 comes to 0.514.
- Excluding fillers, the count of instances in the completed layout stands at 213.
- Signed area change from the synthesized netlist to the final layout :: 52.6%
[registers in the layout, indices dropped and copies added, names as in the netlist]
register	cells
count	5
num	4
[worst min-delay path by stage]
stage	from	to	slack, ns	depth (start not counted)
CTS	count[0]	count[0]	0.47	1
global route	count[0]	count[0]	0.51	1
finish	count[0]	count[0]	0.47	1
[cell families (layout without fill, tap and decap cells)]
kind of cell	count (synthesis)	count (layout)
flip-flops	9	9
AND-OR/OR-AND	19	19
XOR/XNOR	6	6
buffers and inverters	35	54
AND/OR/NAND/NOR	34	34
adder cells (fa/ha/maj)	6	6
other	1	18
[critical path, delay by kind of cell (launching register included)]
family                   cells  cell delay (ns)
AND/OR/NAND/NOR              2             0.49
flip-flops                   1             0.37
buffers and inverters        3             0.29
AND-OR/OR-AND                2             0.17
adder cells (fa/ha/maj)      1             0.15
[cell usage after synthesis, types with 2 or more instances]
cell / count / share of area
xnor2_1: 5 / 0.050
nand3_1: 2 / 0.011
buf_4: 25 / 0.21
o21ai_0: 3 / 0.017
buf_2: 3 / 0.017
a21oi_1: 6 / 0.034
ha_1: 6 / 0.086
nand2_1: 3 / 0.013
inv_1: 6 / 0.026
and2_1: 8 / 0.057
nor2_1: 8 / 0.034
nor3_1: 4 / 0.023
nor2b_1: 2 / 0.014
dfxtp_1: 9 / 0.21
[cells in the final DEF (no fill, tap or decap), types with 2 or more instances in the layout]
cell type	synthesis	layout
inv_1	6	4
nor2_1	8	5
clkbuf_2	0	2
inv_4	0	2
nand3_1	2	2
nor3_1	4	2
dfxtp_1	9	7
dfxtp_4	0	2
o21ai_2	0	3
buf_6	1	6
ha_4	0	3
conb_1	1	18
nor2b_1	2	2
buf_4	25	22
nor2_4	0	2
nand2_1	3	3
buf_2	3	12
a21oi_2	0	5
ha_1	6	2
and2_1	8	8
or2_4	1	2
clkbuf_8	0	3
xnor2_1	5	5
[layout make-up]
type	count	area [sq um]
inverter	6	27.5
sequential	9	188
clock buffer	4	45.0
fill	504	3390
tap	67	83.8
multi-input combinational	83	656
timing repair buffer	44	333
[power by group]
| part | internal (uW) | total, uW | switching [uW] | leakage, uW |
|---|---|---|---|---|
| clock | 163 | 244 | 81.2 | 0.0000228 |
| sequential | 246 | 297 | 51.0 | 0.0000753 |
| combinational | 592 | 996 | 405 | 0.000499 |
| total | 1000 | 1540 | 537 | 0.000597 |
[what timing repair did]
item	4_1_cts	5_1_grt
setup endpoints to repair	14	14
setup buffers	7	5
pin swaps	15	12
gates resized	73	13
hold endpoints to repair	0	0
[through the flow]
stage	util	power, uW	cell area, sq um
floorplan	-	761	943
global placement	0.234	1150	1110
detailed placement	0.234	1150	1110
CTS	0.272	1490	1280
global route	0.282	1690	1330
finish	0.282	1540	1330
[layer usage]
| layer | vias to the layer above | global-route usage |
|---|---|---|
| met5 | - | 0 |
| met4 | 0 | 0.00133 |
| li1 | 393 | - |
| met2 | 24 | 0.0732 |
| met3 | 0 | 0.0134 |
| met1 | 354 | 0.0646 |
Power figures rest on the tool's default switching activity, not on a simulated workload.
